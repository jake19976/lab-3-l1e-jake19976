==> ./config.mk <==
export PLATFORM = sky130hd
export DESIGN_NAME = lab3_top
export DESIGN_NICKNAME = lab3_top
export VERILOG_FILES = /design/flow/design.v
export SDC_FILE = /design/flow/constraint.sdc
export NUM_CORES = 4
export LEC_CHECK = 1
export CORE_AREA = 10 10 91 91
export DIE_AREA = 0 0 101 101
==> ./constraint.sdc <==
current_design lab3_top

set clk_period 2.6
set clk_io_pct 0.2

create_clock -name clk0 -period $clk_period [get_ports {KEY}]

set non_clock_inputs [all_inputs -no_clocks]
set_input_delay [expr $clk_period * $clk_io_pct] -clock clk0 $non_clock_inputs
set_output_delay [expr $clk_period * $clk_io_pct] -clock clk0 [all_outputs]
==> ./design.v <==
module lab3_top(SW, HEX0, HEX1, HEX2, HEX3, HEX4, HEX5, KEY, LEDR);  
	input[9:0] SW;  
	input[3:0] KEY;  
	output[9:0] LEDR;  
	output reg[6:0] HEX0, HEX1, HEX2, HEX3, HEX4, HEX5;
	reg[3:0] state;  
	wire clk = ~KEY[0];  
	wire rst_n = KEY[3];  
	always_ff@(posedge clk) begin  
		if(rst_n==1'b0) begin  
			state=4'b0000; 
		end else begin
			case(state)
				4'b0000: if(SW==10'b0000000111) begin  
						state=4'b0001;
					end 
					else begin state=4'b0111; end
				4'b0001: if(SW==10'b0000001001) begin
						state=4'b0010;
					end 
					else begin state=4'b1000; end
				4'b0010: if(SW==10'b0000000111) begin
						state=4'b0011;
					end 
					else begin state=4'b1001; end
				4'b0011: if(SW==10'b0000000111) begin
						state=4'b0100;
					end
					else begin state=4'b1010; end
				4'b0100: if(SW==10'b0000000111) begin
						state=4'b0101;
					end
					else begin state=4'b1011; end
				4'b0101: if(SW==10'b0000000011) begin
						state=4'b0110;
					end
					else begin state=4'b1100; end
				4'b0111: state=4'b1000;
				4'b1000: state=4'b1001;
				4'b1001: state=4'b1010;	
				4'b1010: state=4'b1011;
				4'b1011: state=4'b1100;
				4'b1100: state=4'b1100;
				4'b0110: state=4'b0110;
			endcase
		end
	end
	always@(state, SW) begin  
		HEX0=7'b1111111;
		HEX1=7'b1111111;
		HEX2=7'b1111111;
		HEX3=7'b1111111;
		HEX4=7'b1111111;
		HEX5=7'b1111111;
		case(SW)  
			10'b0000000000: HEX0=7'b1000000;
			10'b0000000001: HEX0=7'b1111001;
			10'b0000000010: HEX0=7'b0100100;
			10'b0000000011: HEX0=7'b0110000;
			10'b0000000100: HEX0=7'b0011001;
			10'b0000000101: HEX0=7'b0010010;
			10'b0000000110: HEX0=7'b0000010;
			10'b0000000111: HEX0=7'b1011000;
			10'b0000001000: HEX0=7'b0000000;
			10'b0000001001: HEX0=7'b0010000;
		endcase
		if(SW>10'b0000001001) begin  
			HEX5=7'b1111111;
			HEX4=7'b0000110;
			HEX3=7'b0101111;
			HEX2=7'b0101111;
			HEX1=7'b1000000;
			HEX0=7'b0101111;
		end else
		if(state==4'b0110) begin  
			HEX5=7'b1111111;
			HEX4=7'b1111111;
			HEX3=7'b1000000;
			HEX2=7'b0001100;
			HEX1=7'b0000110;
			HEX0=7'b0101011;
		end else
		if(state==4'b1100) begin  
			HEX5=7'b1000110;
			HEX4=7'b1000111;
			HEX3=7'b1000000;
			HEX2=7'b0010010;
			HEX1=7'b0000110;
			HEX0=7'b1000000;
		end
	end
endmodule
==> ./run.sh <==
#!/bin/bash
# OpenROAD 26Q1-2900-gdf79404cd8, Yosys 0.63+post, stock flow scripts
make -C /OpenROAD-flow-scripts/flow DESIGN_CONFIG=/design/flow/config.mk WORK_HOME=/design/flow/orfs finish
==> design notes <==
The run finished, with violations left. The final reports fail on negative setup slack. Overall routing resource usage recorded by global route was 6.97%. The final hold violation count recorded for this run is 0. For the yosys-reported design area after synthesis, the log shows 1080 um2.

The area share of xor/xnor cells in the synthesized design came out at 0.813%. The tools report the post-placement worst setup slack as -0.892 ns. The number of buffers inserted by hold repair at cts is 0, and the number of endpoints failing setup at the final stage is 50.

The synthesis report gives the async set-or-reset register share as 0%. The tools report the yosys warning tally as 11. The logs give a warning total of 163. At the end of routability-driven placement, the weighted congestion stood at 0.762. The worst hold path belongs to the class clk2reg. Per the OpenROAD floorplan log, the area of the core is 6350 um2. Type of destination of the critical path: an output pin. The largest combinational cell category by area is buffers and inverters. The number of routed nets with antenna violations was 0. The die is 101 um wide. The type of element launching the critical path was a flop. The final report lists a non-filler cell total of 297. The delay of the slowest critical-path stage works out to 0.36 ns. In the final layout, the fill cell count is 607. Pin placement for this block handled 66 I/O pins.

The floorplan has 29 rows. The first element of the critical path is state[6]$_DFF_N_. Library cell occupying the most area in the post-synthesis netlist: buf_4. Slack of the critical path: -0.793 ns. The synthesized netlist devotes 21.3% of its cell area to simple gates.

Required time reported for the critical path endpoint: 2.08 ns. Of all nets on the critical path, the largest fanout is 3. Per the detail_route report, DRC violations left total 0. In this run, synthesis inferred 0 flip-flops with an integrated enable. The run gives 0 as the initial antenna violation count. The kind of critical path is reg2out. Of the synthesized area, sequential elements account for 24.2%. Yosys mapped the design onto 32 distinct sky130hd cell types. The mean cell area of the mapped netlist is 7.92 um2. With the maximum resistive drop on vdd at 502 uV, the register area is 265 um2.

Master of the slowest instance on the critical path: or3_4. Count of max-cap constraint violations: 0. At the pin with the least slew margin, the transition time is 0.545 ns. The synthesized design contains 13 register bits. The final route contains 1171 vias.

The detailed-route vias per instance is 3.94, and the wire length of the first global-routing pass is 5830 um. At the worst endpoint, the arrival time is 2.87 ns. Per the OpenROAD floorplan log, the area of the die is 10200 um2.

The synthesis report names the predominant flop master as dfxtp_1. In the final layout, the multi-input gates occupy 723 um2. The main area contributors are buf_4 (26%), dfxtp_1 (24%), ha_1 (5.8%), nor2_1 (2.8%), o31ai_1 (2.8%). The register with the most flip-flops in the layout has 13 of them.

After the first detailed-routing iteration, the DRC count stood at 66. The power per cell area works out to 619 nW/um2. For the leakage power figure, the log shows 1.04 nW.

The startpoint identified for the worst hold timing path is KEY[3]. The startpoint of the lowest-slack register-to-register path is state[3]$_DFF_N_. In this design, the largest share of critical-path delay is due to simple AND/OR/NAND/NOR gates.

The overall overflow remaining after global route came out at 0. The flow measured a signed area growth from synthesis to layout of 103%. Checking max transition, the worst relative margin is 63.5%. Before placement the cells fill 17.0% of the core. The maximum number of pins on one net before global-route repair is 14. After synthesis, the most frequently instantiated cells are buf_4 (38), dfxtp_1 (13), nor2_1 (8), inv_1 (7), nand2_1 (6).

The later pin in the worst-skew pair is clocked with a latency of 0.30 ns. The mux cell area share after synthesis works out to 0%. Counting both buffers and inverters, the worst setup path holds a total of 3. Walking the worst path, the cells encountered are or3_4 > a211oi_2 > buf_4 > buf_6 > and2_4 > buf_2.

Before antenna repair, the detailed router went through 4 iterations. The area share of the largest cell type after synthesis works out to 26.5%. The clock input transition at the sequential cells of the worst setup and hold paths came out at 0.04 ns. In this run the cell area of the synthesized design comes to 1080 um2. Detailed placement ended at an HPWL of 2490 um. The count of buffers added on input and output ports is 47. The share of final-layout standard cells stronger than drive strength 1 is 50.0%. With the final clock skew at 0.0102 ns, the count of clock tree sinks is 13.

The post-detailed-routing wire length came out at 3680 um. The placed cell count was 253. The number of antenna diodes in the final layout is 0. Per the post-synthesis report, the number of cells in the design is 136.

TritonCTS built the clock tree. Setup repair after global routing could not meet its margin everywhere. Pins over their slew limit in the final report were tallied at 0. According to the floorplan report, the die height is 101 um. The number of global-route vias before repair is 1376, and the complex-gate fraction of the synthesized area is 16.1%. Number of cell instances after yosys synthesis: 136. The routed design shows a wire length per standard cell of 12.4 um.

After Yosys synthesis, full adders, half adders and majority gates account for 5.81% of the synthesized area. The cell with the most instances after synthesis is buf_4.
==> layout make-up <==
class | instances | area share [%]
clock buffer | 12 | 9.11
clock inverter | 17 | 3.61
inverter | 5 | 1.09
multi-input combinational | 85 | 33.1
sequential | 13 | 12.1
tap | 77 | 4.41
timing repair buffer | 88 | 36.5
==> power by group <==
| group | internal (mW) | total (mW) | leakage (nW) | switching [mW] |
|---|---|---|---|---|
| clock | 0.627 | 0.856 | 0.260 | 0.229 |
| combinational | 0.121 | 0.221 | 0.672 | 0.0991 |
| sequential | 0.246 | 0.275 | 0.108 | 0.0291 |
==> worst reg2reg max path, stage by stage (launching register included) <==
cell and delay (ns):
dfxtp_4 0.35, buf_6 0.11, buf_4 0.14, nor4_1 0.29, a21oi_2 0.09
==> placed cells by master (no fill, tap or decap), types with 2 or more instances in the layout <==
master           count
buf_4               26
buf_6               19
inv_1               17
conb_1              15
clkdlybuf4s50_1     14
buf_2               13
dfxtp_1             11
clkbuf_8             9
dlygate4sd2_1        7
nor2_1               6
a21oi_2              5
nand2_1              5
and3_1               4
o21ai_0              4
nor2b_1              3
o31ai_1              3
ha_1                 3
clkbuf_16            3
dlymetal6s2s_1       3
buf_12               3
inv_2                2
or4_4                2
nand3_1              2
or3_4                2
nor4_4               2
ha_4                 2
clkdlybuf4s15_1      2
==> worst paths after layout <==
check / to / slack, ns / cells past startpoint
worst max-delay path: HEX0[6] / -0.79 / 6
worst min-delay path: state[1]$_DFF_N_ / 0.09 / 3
worst max register to register: state[3]$_DFF_N_ / 1.49 / 4
worst min register to register: state[12]$_DFF_N_ / 0.45 / 2
==> cell families (layout without fill, tap and decap cells) <==
| kind of cell | Yosys count | after routing |
|---|---|---|
| and+or+nand+nor | 41 | 41 |
| AOI/OAI and AO/OA | 23 | 23 |
| xor gates and xnor gates | 1 | 1 |
| other | 2 | 15 |
| buffers and inverters | 51 | 122 |
| adders and majority gates | 5 | 5 |
| DFF | 13 | 13 |
==> timing repair <==
action / 4_1_cts / 5_1_grt
endpoints found under the hold margin: 0 / 0
setup buffers: 17 / 3
gates resized: 113 / 19
endpoints found under the setup margin: 58 / 56
pin swaps: 13 / 7
==> metrics by stage <==
step | instance area [um2] | total power, mW | TNS (ns) | util [%] | hold WS [ns]
5_1_grt | 2180 | 1.54 | -26.52 | 34.4 | 0.0721
3_5_place_dp | 1620 | 0.504 | -34.27 | 25.5 | 0.0565
2_1_floorplan | 1220 | 0.479 | -7.99 | - | 0.125
3_3_place_gp | 1620 | 0.503 | -33.68 | 25.5 | 0.0565
6_report | 2180 | 1.35 | -22.62 | 34.4 | 0.0930
4_1_cts | 2120 | 1.41 | -24.79 | 33.5 | 0.103
==> metal layers <==
layer	vias to the layer above	global-route usage (%)	part of all wire, %
li1	576	-	-
met1	513	7.48	44
met2	69	9.14	41
met3	13	5.75	13
met4	0	4.29	2.4
met5	-	0	0
Power figures rest on the tool's default switching activity, not on a simulated workload.
